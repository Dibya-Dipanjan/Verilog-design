==> flow/design.v <==
module ripple_16(a,b,cin,sum,cout);
input [15:0]a,b;
input cin;
output [15:0] sum;
output cout;
wire c1,c2,c3;
ripple_4 rp1(.a(a[3:0]),.b(b[3:0]),.cin(cin),.sum(sum[3:0]),.cout(c1));
ripple_4 rp2(.a(a[7:4]),.b(b[7:4]),.cin(c1),.sum(sum[7:4]),.cout(c2));
ripple_4 rp3(.a(a[11:8]),.b(b[11:8]),.cin(c2),.sum(sum[11:8]),.cout(c3));
ripple_4 rp4(.a(a[15:12]),.b(b[15:12]),.cin(c3),.sum(sum[15:12]),.cout(cout));
endmodule
module ripple_4(a,b,cin,sum,cout);
input [3:0]a,b;
input cin;
output [3:0] sum;
output cout;
wire c1,c2,c3;
full_addr ad1(.a(a[0]),.b(b[0]),.cin(cin),.sum(sum[0]),.cout(c1));
full_addr ad2(.a(a[1]),.b(b[1]),.cin(c1),.sum(sum[1]),.cout(c2));
full_addr ad3(.a(a[2]),.b(b[2]),.cin(c2),.sum(sum[2]),.cout(c3));
full_addr ad4(.a(a[3]),.b(b[3]),.cin(c3),.sum(sum[3]),.cout(cout));
endmodule
module full_addr(a,b,cin,sum,cout);
input a,b,cin;
output sum,cout;
assign sum = a^b^cin;
assign cout = (a&b) + (b&cin) + (a&cin);
endmodule
==> flow/run.sh <==
#!/bin/bash
# OpenROAD 26Q1-2900-gdf79404cd8, Yosys 0.63+post, stock flow scripts
make -C /OpenROAD-flow-scripts/flow DESIGN_CONFIG=/design/flow/config.mk WORK_HOME=/design/flow/orfs finish
==> flow/config.mk <==
export PLATFORM = sky130hd
export DESIGN_NAME = ripple_16
export DESIGN_NICKNAME = ripple_16
export VERILOG_FILES = /design/flow/design.v
export SDC_FILE = /design/flow/constraint.sdc
export NUM_CORES = 4
export LEC_CHECK = 1
export CORE_AREA = 10 10 82 82
export DIE_AREA = 0 0 92 92
==> flow/constraint.sdc <==
current_design ripple_16

set clk_period 8.9
set clk_io_pct 0.2

create_clock -name clk0 -period $clk_period

set non_clock_inputs [all_inputs -no_clocks]
set_input_delay [expr $clk_period * $clk_io_pct] -clock clk0 $non_clock_inputs
set_output_delay [expr $clk_period * $clk_io_pct] -clock clk0 [all_outputs]
==> impl_metrics.env <==
# source this file to load flow results
export IMPL_drc=0
export IMPL_cts_setup_buffers=0
export IMPL_grt_pass1_vias=463
export IMPL_hold_buffers=0
export IMPL_topCombFamilyByArea="adder cells"
export IMPL_power_leakage_nw=0.360
export IMPL_core_area_um2=5070
export IMPL_dp_slack_ns=-1.25
export IMPL_violations="negative setup slack"
export IMPL_flops=0
export IMPL_cp_start_kind="input port"
export IMPL_fp_util=0.0942
export IMPL_grt_first_pass_wirelength_um=2320
export IMPL_ir_drop_v=0.0000230
export IMPL_die_h_um=92
export IMPL_dieArea_um2=8460
export IMPL_insertedDiodeCount=0
export IMPL_critPathCaptureType="output pin"
export IMPL_regArea_um2=0
export IMPL_cp_arrival_ns=7.60
export IMPL_tns_ns=-0.993
export IMPL_power_density_nw_per_um2=60.5
export IMPL_synth_top_area_share=0.670
export IMPL_gp_congestion=0.765
export IMPL_aoi_share=0
export IMPL_grt_ovfl_total=0
export IMPL_worstHoldPathCells=5
export IMPL_ant_nets=0
export IMPL_yosys_cells=42
export IMPL_critPathCapture="sum[15]"
export IMPL_syn_avg_cell_area_um2=11.4
export IMPL_mux_share=0
export IMPL_die_width_um=92
export IMPL_hold_worst_slack_ns=4.30
export IMPL_portBuffers=50
export IMPL_setup_ws_ns=-0.478
export IMPL_area_leaders="fa_1 (67%), buf_4 (25%), inv_1 (7.9%)"
export IMPL_synth_area_um2=478
export IMPL_finalCriticalPeriod_ns=9.38
export IMPL_layout_drive_gt1_share=0.342
export IMPL_synthTopCellsByCount="buf_4 (16), fa_1 (16), inv_1 (10)"
export IMPL_xor_area_frac=0
export IMPL_synth_chip_area_um2=478
export IMPL_report_final_slew_viol_count=0
export IMPL_vias=384
export IMPL_top_area_cell="fa_1"
export IMPL_simple_gate_area_frac=0
export IMPL_clockBufferCount=0
export IMPL_ys_seq_frac=0
export IMPL_synthDistinctLibCells=3
export IMPL_worstSetupStartpoint="a[0]"
export IMPL_io_pins=50
export IMPL_yosys_warnings=0
export IMPL_relSlewSlack=0.926
export IMPL_rsz0062_at_grt="true"
export IMPL_syn2layout_area_growth_pct=104
export IMPL_wirelength_um=1500
export IMPL_place_area_um2=978
export IMPL_grt_max_degree=2
export IMPL_holdCritPathClass="in -> out"
export IMPL_drt_wirelength_per_cell_um=10.3
export IMPL_worst_pin_slew_ns=0.110
export IMPL_viasPerCell=2.63
export IMPL_power_mw=0.0589
export IMPL_setup_viol=3
export IMPL_warnings=35
export IMPL_antenna_found_initial=0
export IMPL_rows=26
export IMPL_hold_viol=0
export IMPL_fin_area_um2=975
export IMPL_grt_use_total=0.0342
export IMPL_yosys_area_share_adder=0.670
export IMPL_status="finished with violations"
export IMPL_max_clock_freq_ghz=0.107
export IMPL_drt_first_pass_iters=1
export IMPL_crit_type="in -> out"
export IMPL_maxCapViolCount=0
export IMPL_fin_crit_sh=1.05
export IMPL_hpwl_um=1480
export IMPL_fill_cells=579
export IMPL_dr_first_iter_drc_count=0
export IMPL_cp_max_fo=1
export IMPL_syn_inst=42
export IMPL_critPathRequiredTime_ns=7.12
[how the worst min path moves through the flow]
stage         slack (ns)  startpoint      end
CTS                 4.31       b[13]  sum[13]
global route        4.34        b[0]   sum[0]
finish              4.30         cin   sum[0]
[power breakdown]
part           internal (mW)  switching, mW  leakage, nW
clock network              0              0            0
registers                  0              0            0
logic                 0.0422         0.0168        0.360
[routing by layer]
metal	global-route usage	vias to the layer above	share of wire
met5	0	-	0
met4	0	0	0
met3	0.0346	0	0.28
met2	0.0353	52	0.24
met1	0.0496	164	0.48
li1	-	168	-
[kinds of logic after synthesis]
group,count (synthesis)
buf+inv,26
fa+ha+maj,16
[placed cells by master, fill, tap and decap left out]
cell / n
inv_1: 5
buf_6: 3
fa_2: 15
fa_1: 1
inv_2: 2
inv_4: 3
clkdlybuf4s50_1: 40
dlygate4sd2_1: 4
buf_2: 3
[final cells by class]
class / instances / area [µm²] / share of cell area
inverter: 10 / 45.0 / 0.0462
multi-input combinational: 16 / 358 / 0.367
tap: 70 / 87.6 / 0.0899
timing repair buffer: 50 / 484 / 0.497
[through the flow]
step	std cells	util
floorplan	42	-
global placement	146	0.193
detailed placement	146	0.193
CTS	146	0.190
global route	146	0.192
finish	146	0.192
[worst max-delay path: stages]
cell	delay, ns
buf_6	0.09
inv_4	0.04
fa_2	0.19
inv_2	0.04
fa_2	0.34
fa_2	0.37
fa_2	0.34
fa_2	0.34
fa_2	0.34
fa_2	0.35
fa_2	0.35
fa_2	0.35
fa_2	0.34
fa_2	0.34
fa_2	0.35
fa_2	0.35
fa_2	0.36
fa_2	0.34
inv_2	0.06
fa_1	0.39
inv_1	0.06
buf_2	0.09
[repair_timing]
| item | in CTS | in global routing |
|---|---|---|
| endpoints found under the setup margin | 5 | 5 |
| pin swaps | 16 | 16 |
| gates resized | 33 | 2 |
Power is estimated from default activity; no workload was simulated.
