==> /design/flow/design.v <==
module signal_count(input [7:0] count, output reg [3:0] out,input clk,rst);  
reg [7:0] tem; 
integer i;
always @(posedge clk)
begin 
	for(i=0;i<8;i=i+1)
		tem = tem + count[i];
	out <= tem;
end
endmodule	
==> /design/flow/run.sh <==
#!/bin/bash
# OpenROAD 26Q1-2900-gdf79404cd8, Yosys 0.63+post, stock flow scripts
make -C /OpenROAD-flow-scripts/flow DESIGN_CONFIG=/design/flow/config.mk WORK_HOME=/design/flow/orfs finish
==> /design/flow/config.mk <==
export PLATFORM = sky130hd
export DESIGN_NAME = signal_count
export DESIGN_NICKNAME = signal_count
export VERILOG_FILES = /design/flow/design.v
export SDC_FILE = /design/flow/constraint.sdc
export NUM_CORES = 4
export LEC_CHECK = 1
export CORE_AREA = 10 10 70 70
export DIE_AREA = 0 0 80 80
==> /design/flow/constraint.sdc <==
current_design signal_count

set clk_period 3.4
set clk_io_pct 0.2

create_clock -name clk0 -period $clk_period [get_ports {clk}]

set non_clock_inputs [all_inputs -no_clocks]
set_input_delay [expr $clk_period * $clk_io_pct] -clock clk0 $non_clock_inputs
set_output_delay [expr $clk_period * $clk_io_pct] -clock clk0 [all_outputs]
==> results.txt <==
Physical implementation

The run finished with clean final reports. The final clock skew is 0.298 ps. The number of optimization iterations in the first detailed-route pass is 2. The critical path endpoint category is a flip-flop. The placed cell count is 89.

The arrival time at the worst endpoint is 3420 ps. The endpoint of the worst-slack reg-to-reg timing path is tem[1]. The CTS sink count is 4. The pin count of the biggest net entering global routing is 4. The synth_stat.txt file lists the number of cells as 31.

The via count of the first global-routing pass is 278. The total number of vias is 235. The TritonCTS clock tree is built. The synthesized area is 335 µm². The routed via count divided by cell count is 2.53. The beginning of the worst register-to-register path is tem[0]. The data required time at the worst endpoint is 3530 ps. The final cell area excluding filler cells is 544 µm².

Averaged over all synthesized cells, the footprint is 10.8 µm². The report gives the cell count of the worst hold path as 2. Per the timing report, the biggest fanout along the worst path comes to 2.

The cell depth of the worst flop-to-flop path is 6. The clock network latency to the later pin of the worst-skew pair is 230 ps. Of the total power, combinational logic draws 0.684. The remaining max-slew budget at the tightest pin is 0.850. The share of Yosys cell area claimed by the top area cell type is 0.299. STA classifies the critical path startpoint as a primary input. For this run, the top clock speed supported by timing is 0.304 GHz.

Setup slack closes at 109 ps. The share of layout cells above drive strength 1 is 0.149. The tree is rooted in a clkbuf_4.

In the synthesized netlist, the cells that appear most often are inv_1 (12), fa_1 (5), ha_1 (5). The worst setup timing slack at the placement stage is -328 ps. Per the post-synthesis report, the number of cells in the design is 31. Setup repair after global routing left no endpoint under its margin. The share of the core area taken by cells at floorplan is 0.0982.

The main area contributors are fa_1 (30%), dfxtp_1 (24%), ha_1 (19%), inv_1 (13%), xnor2_1 (5.2%). The number of remaining DRC errors is 0. The number of top-level pins is 14. The share of total power dissipated in the clock network is 0.119. The smallest clock period supported by the final layout is computed as 3290 ps. The width of the chip is 80 µm. Per the gpl log, the routability congestion estimate is 0.802.

The total overflow left after global routing is 0. The synthesis stat section lists a flop and latch total of 4. The most repeated cell in the gate-level netlist after synthesis is inv_1. For reference, the most critical setup path is categorized as primary input to flip-flop. The post-place instance area is 513 µm². The standby leakage power is 0.258 nW.

The final report lists the setup-violating endpoint count as 0. The switching portion of total power comes to 0.358. In this run the layout overhead on the synthesized area is reported as 62.3%.

The max-slew violation count is 0. For reference, the clock transition at the flip-flops on the worst setup and hold paths is 30 ps. The internal power summed over all cells is 0.308 mW. The highest supply drop recorded on VDD is 0.000198 V. The worst min-delay path startpoint is tem[3]. The cell type contributing the most total cell area after synthesis is fa_1. The die covers 0.00640 mm². The mean routed wirelength per cell is 7.43 µm. The final hold violation count is 0.

Counting distinct cell types in the post-synthesis netlist gives 8. The net switching power is 0.172 mW. The number of buffers on the longest clock path is 2. Final hold analysis gives a worst-case slack of 565 ps. The number of antenna violations at the first check in global routing is 0. The number of rows created at floorplan is 21.

The final routed wirelength across all metal layers is 691 µm. The floorplan step defined a core boundary enclosing 0.00342 mm². CTS built an H-tree with a depth of 1. The sequential fraction of design power is 0.196. The register with the most flip-flops in the layout has 4 of them. The leading register cell type out of synthesis is dfxtp_1. The die extent in y is 80 µm. The post-CTS hold buffer count recorded in the log is 0.

The initial DRC count is 3. The final standard cell count with taps included and fillers excluded is 93. At the pin with the least slew margin, the transition time is 224 ps. The share of the clock period used by the worst path is 0.968. Across the run, the number of max-cap violations was 0. For this run, the script counts the antenna cells in the layout as 0. The worst hold path endpoint is tem[3]. Warnings reported by Yosys during synthesis add up to 1.

The residual antenna-violating net count after detailed routing is 0. The wire-length estimate of the detail-placed layout is 579 µm. The first-pass GRT wire length is 1.28 mm. The chip area line of the yosys report is 335 µm². The total global routing track utilization is 0.0261. The kind of path behind the tightest hold check is flip-flop to flip-flop. The number of warnings in the stage logs is 26. The TritonCTS buffer count is 3.

The power density of the placed cells is 882 mW/mm². The buffer_ports step reported a buffer count of 12. The number of synthesized flops with an enable pin is 0. The part of the Yosys area used for sequential elements is 0.239.

The proportion of synthesized flip-flops having asynchronous set or reset is 0. The setup slack on the worst flop-to-flop path is 1040 ps.
==> stage by stage <==
| stage | power, mW | utilization | setup TNS, ps |
|---|---|---|---|
| after floorplan | 0.308 | - | 0 |
| after global placement | 0.409 | 0.150 | -759 |
| after detailed placement | 0.406 | 0.150 | -805 |
| after CTS | 0.489 | 0.159 | 0 |
| after global routing | 0.547 | 0.159 | 0 |
| final | 0.480 | 0.159 | 0 |
==> critical path: stages <==
cell and delay [ps]:
dlygate4sd2_1 250, fa_1 530, inv_1 50, fa_1 520, fa_1 440, fa_2 390, fa_2 520, inv_1 40
==> routing by layer <==
metal,wire [µm],track usage,vias to the layer above
li1,-,-,122
met1,307,0.0346,98
met2,196,0.0257,15
met3,186,0.0318,0
met4,0,0.00176,0
met5,0,0,-
==> placed cells by master, fill, tap and decap left out <==
| cell type | netlist | layout |
|---|---|---|
| clkdlybuf4s50_1 | 0 | 9 |
| xor2_1 | 1 | 1 |
| fa_1 | 5 | 3 |
| dfxtp_1 | 4 | 4 |
| ha_1 | 5 | 5 |
| xnor2_1 | 2 | 2 |
| inv_1 | 12 | 12 |
| a221oi_2 | 1 | 1 |
| buf_4 | 0 | 1 |
| dlygate4sd2_1 | 0 | 3 |
| fa_2 | 0 | 2 |
| nor2b_1 | 1 | 1 |
| clkbuf_4 | 0 | 3 |
==> power by group through the flow <==
stage,logic [mW],registers (mW),clock network [mW]
finish,0.329,0.0943,0.0574
global route,0.385,0.0998,0.0624
CTS,0.333,0.0954,0.0604
==> repair_timing <==
| item | 4_1_cts | 5_1_grt |
|---|---|---|
| setup endpoints to repair | 2 | 2 |
| setup buffers | 1 | 0 |
| pin swaps | 3 | 1 |
| gates resized | 5 | 0 |
==> worst max path at each step <==
stage                 slack (ps)      to  startpoint
final                        110  tem[1]    count[0]
after CTS                     80  tem[1]    count[0]
after global routing           5  tem[3]    count[0]
==> final cells by class <==
type	instances	area, µm²
clock buffers	3	22.5
fillers	392	2870
inverters	12	45.0
multi-input cells	15	215
flip-flops and latches	4	80.1
well taps	46	57.6
repair buffers	13	124
==> cells by family (layout without fill, tap and decap cells) <==
| group | Yosys count | in the layout | synth area share |
|---|---|---|---|
| adders and majority gates | 10 | 10 | 0.485 |
| xor gates and xnor gates | 3 | 3 | 0.0784 |
| AOI/OAI and AO/OA | 1 | 1 | 0.0448 |
| DFF | 4 | 4 | 0.239 |
| buffers and inverters | 12 | 28 | 0.134 |
| and+or+nand+nor | 1 | 1 | 0.0187 |
Power is estimated from default activity; no workload was simulated.
