## run.sh

```bash
#!/bin/bash
# OpenROAD 26Q1-2900-gdf79404cd8, Yosys 0.63+post, stock flow scripts
make -C /OpenROAD-flow-scripts/flow DESIGN_CONFIG=/design/flow/config.mk WORK_HOME=/design/flow/orfs finish
```

## config.mk

```make
export PLATFORM = sky130hd
export DESIGN_NAME = simple_counter
export DESIGN_NICKNAME = simple_counter
export VERILOG_FILES = /design/flow/design.v
export SDC_FILE = /design/flow/constraint.sdc
export NUM_CORES = 4
export LEC_CHECK = 1
export CORE_UTILIZATION = 30
```

## constraint.sdc

```tcl
current_design simple_counter

set clk_period 7.3
set clk_io_pct 0.2

create_clock -name clk0 -period $clk_period [get_ports {clk}]

set non_clock_inputs [all_inputs -no_clocks]
set_input_delay [expr $clk_period * $clk_io_pct] -clock clk0 $non_clock_inputs
set_output_delay [expr $clk_period * $clk_io_pct] -clock clk0 [all_outputs]
```

## design.v

```verilog
module simple_counter (clk,rst,count);
input clk,rst;
output [31:0] count;
reg [31:0] count;
always @(posedge clk or posedge rst)
begin
  if(rst)
    count = 32'b0;
  else
    count = count+1;  
end
endmodule
```

==> impl_metrics.csv <==
group,metric,value,unit
detailed_routing,drc_errors,0,
global_route,first_global_vias,1057,
yosys,yosys_cells,129,
hold_path,hp-class,"register to register",
floorplanning,die_w,72.5,um
detailed_routing,n_antenna_cell,0,
place,dp_cells,226,
worst_setup_path,r2r_cells,5,
global_route,grt_pass1_wl,5040,um
hold_path,hold_end,"count[31]$_DFF_PP0_",
layout,fillCellCount,456,
floorplanning,die_h,72.5,um
worst_setup_path,crit_type,"register to primary output",
worst_setup_path,crit_path_start_kind,"register",
hold_path,worstHoldStart,"count[31]$_DFF_PP0_",
clocking,ctsHoldBuffers,0,
worst_setup_path,rr_startpoint,"count[0]$_DFF_PP0_",
power_and_ir_drop,p_switching,0.0627,mW
worst_setup_path,end_kind,"primary output",
layout,drive_gt1_share,8.98,%
clocking,clock_latency,280,ps
layout,fin_area,0.00198,mm2
yosys,ys_seq_share,53.8,%
job,cap_violations,0,
layout,syn_to_final_growth,32.9,%
worst_setup_path,crit_chain,"clkdlybuf4s50_1",
place,dpl_cell_area,0.00189,mm2
layout,largest_reg_flops,32,
global_route,grt_overflow,0,
final_timing,fin_ws,4590,ps
clocking,root_buffer,"clkbuf_8",
clocking,cts_tree,"built",
global_route,antenna_found_initial,0,
yosys,ys_types,21,
detailed_routing,vias,1098,
layout,stdcell_count,234,
clocking,cts_buffers,5,
final_timing,fin_skew,1.94,ps
detailed_routing,drtIter0Drc,43,
final_timing,fmaxAchievable,368,MHz
power_and_ir_drop,powerDensity,161,mW/mm2
place,dp_hpwl,2050,um
final_timing,tightest_slew,501,ps
final_timing,slew_headroom,66.5,%
worst_setup_path,r2r_slack,5520,ps
clocking,post_cts_buffers,0,
layout,mostFrequentLayoutCell,"clkdlybuf4s50_1",
hold_path,min_path_cells,1,
global_route,grt_max_degree,33,
detailed_routing,ant_nets,0,
clocking,path_clk_slew,60,ps
yosys,yosys_warnings,1,
final_timing,finalHoldViolations,0,
detailed_routing,wl_met3,218,um
detailed_routing,met1_length,1380,um
floorplanning,core_util_floorplan,31.3,%
final_timing,slew_viol_final,0,
power_and_ir_drop,comb_power_share,1.3,%
detailed_routing,routed.top_layer,"met4",
floorplanning,dieArea,0.00525,mm2
worst_setup_path,crit_fanout,5,
detailed_routing,wl_per_cell,12.5,um
final_timing,rsz0062_at_grt,"no",
yosys,ys_chip_area,0.00149,mm2
floorplanning,ios,34,
worst_setup_path,cp_data_required_time,5840,ps
worst_setup_path,cpPeakStageDelay,510,ps
yosys,syn_area,0.00149,mm2
run_status,status,"completed",
detailed_routing,post_drt_via_cell_ratio,4.69,
detailed_routing,totalWireLength,2930,um
job,warning_count,25,
power_and_ir_drop,seq_power_share,55.8,%
worst_setup_path,r2r_end,"count[20]$_DFF_PP0_",
detailed_routing,firstDrtPassIters,4,
clocking,htree_levels,2,
place,dp_slack,4880,ps
layout,lay_top_cells,"33 x clkdlybuf4s50_1, 32 x dfrtp_1, 19 x xor2_1",
power_and_ir_drop,irDropWorstVdd,0.0877,mV
final_timing,timing.final.crit_period,2710,ps
power_and_ir_drop,clockPowerShare,42.8,%
global_route,grt_use_total,12.6,%
floorplanning,num_rows,25,
yosys,syn_area_per_cell,11.5,um2
clocking,cts_sinks,32,
place,place.gp.congestion,0.773,
worst_setup_path,crit_family,"buffers and inverters",
final_timing,period_used_share,37.2,%
worst_setup_path,path_buffers,1,
clocking,cts_buffer_depth,2,
detailed_routing,route.met2.wl,1280,um
clocking,post_cts_resize_count,0,
final_timing,setup_tns,0,ps
power_and_ir_drop,swShare,19.7,%
yosys,syn_inst,129,
power_and_ir_drop,p_leak,0.881,nW
power_and_ir_drop,power.internal,0.255,mW
worst_setup_path,cp.arrival,1250,ps
yosys,numSynthFlops,32,
worst_setup_path,critPathSlowestCell,"clkdlybuf4s50_1",
final_timing,setup_viol,0,
place,portBuffers,33,
floorplanning,fp.coreArea,0.00475,mm2
-- power by group through the flow --
stage / logic [mW] / clock network, mW / registers (mW)
CTS: 0.00459 / 0.141 / 0.177
global route: 0.00520 / 0.153 / 0.177
finish: 0.00420 / 0.136 / 0.177
-- worst register-to-register path, cell delays in order (launching register included) --
cell and delay, ps:
dfrtp_1 420, ha_1 260, and3_1 310, nand3_2 210
nor4_1 340, xor2_1 180
-- metal layers --
layer | up-vias | global-route usage, %
met5 | - | 0
met4 | 0 | 1.74
met3 | 6 | 4.23
met2 | 39 | 18.0
met1 | 529 | 19.9
li1 | 524 | -
-- metrics by stage --
step | hold slack (ps) | total power [mW] | util (%)
detailed placement | 464 | 0.185 | 39.7
finish | 475 | 0.318 | 41.6
global placement | 466 | 0.185 | 39.7
global route | 507 | 0.335 | 41.6
CTS | 482 | 0.323 | 41.6
floorplan | 420 | 0.183 | -
-- final cells by class --
type                            count  area (um2)  share of cell area (%)
Timing Repair Buffer               34         338                    17.1
Inverter                            5        18.8                   0.949
Tap cell                           67        83.8                    4.24
Multi-Input combinational cell     88         647                    32.7
Sequential cell                    32         801                    40.5
Clock buffer                        8        90.1                    4.55
-- logic make-up after synthesis --
family / count (synthesis) / synth area share, %
buf+inv: 9 / 2.77
simple gates: 57 / 25.0
xor+xnor: 30 / 17.6
fa+ha+maj: 1 / 0.840
flops: 32 / 53.8
-- cell usage after synthesis, drive strengths merged --
| cell type | number | area, um2 |
|---|---|---|
| xnor2 | 11 | 96.3 |
| nor4 | 10 | 87.6 |
| ha | 1 | 12.5 |
| and3 | 5 | 31.3 |
| nor3 | 4 | 20.0 |
| inv | 5 | 18.8 |
| nor2b | 1 | 6.26 |
| buf | 4 | 22.5 |
| and4 | 5 | 43.8 |
| nand2 | 10 | 40.0 |
| nand3 | 13 | 95.1 |
| nand4 | 4 | 25.0 |
| dfrtp | 32 | 801 |
| xor2 | 19 | 166 |
| nor3b | 1 | 7.51 |
| nor2 | 4 | 15.0 |
-- worst max path at each step --
stage                               start  cells past startpoint  slack, ps   endpoint
after CTS             count[21]$_DFF_PP0_                      1       4580  count[21]
after global routing  count[21]$_DFF_PP0_                      1       4540  count[21]
final                 count[21]$_DFF_PP0_                      1       4590  count[21]
Power figures rest on the tool's default switching activity, not on a simulated workload.
